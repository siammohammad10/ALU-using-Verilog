## flow/config.mk

```make
export PLATFORM = sky130hd
export DESIGN_NAME = top
export DESIGN_NICKNAME = top
export VERILOG_FILES = /design/flow/design.v
export SDC_FILE = /design/flow/constraint.sdc
export NUM_CORES = 4
export LEC_CHECK = 1
export CORE_AREA = 10 10 92 92
export DIE_AREA = 0 0 102 102
```

## flow/constraint.sdc

```tcl
current_design top

set clk_period 11.2
set clk_io_pct 0.2

create_clock -name clk0 -period $clk_period

set non_clock_inputs [all_inputs -no_clocks]
set_input_delay [expr $clk_period * $clk_io_pct] -clock clk0 $non_clock_inputs
set_output_delay [expr $clk_period * $clk_io_pct] -clock clk0 [all_outputs]
```

## flow/design.v

```verilog
module ADD(result, opA, opB);
    output [7:0] result;
    input [7:0] opA, opB;
    assign result = opA + opB;
endmodule
module AND(result, opA, opB);
    output [7:0] result;
    input [7:0] opA, opB;
    assign result = opA & opB;
endmodule
module INVERT(result, op);
    output [7:0] result;
    input [7:0] op;
    assign result = ~op;
endmodule
module MUX(result, nop_wire, add_out, sub_out, and_out, or_out, xor_out, invert_out, shift_left_out, shift_right_out, opS);
    output reg [7:0] result;
    input [7:0] nop_wire, add_out, sub_out, and_out, or_out, xor_out, invert_out, shift_left_out, shift_right_out;
    input [3:0] opS;
    always @(*) begin
        case (opS)
            4'd0: result = nop_wire;
            4'd1: result = add_out;
            4'd2: result = sub_out;
            4'd3: result = and_out;
            4'd4: result = or_out;
            4'd5: result = xor_out;
            4'd6: result = invert_out;
            4'd7: result = shift_left_out;
            4'd8: result = shift_right_out;
            default: result = nop_wire;
        endcase
    end
endmodule
module NOP(result, opA, opB);
    output [7:0] result;
    input [7:0] opA, opB;
    assign result = 8'd0;
endmodule
module OR(result, opA, opB);
    output [7:0] result;
    input [7:0] opA, opB;
    assign result = opA | opB;  
endmodule
module SHIFT_LEFT(result, op);
    output [7:0] result;
    input [7:0] op;
    assign result = op << 1;  
endmodule
module SHIFT_RIGHT(result, op);
    output [7:0] result;
    input [7:0] op;
    assign result = op >> 1;  
endmodule
module SUB(result, opA, opB);
    output [7:0] result;
    input [7:0] opA, opB;
    assign result = opA - opB;  
endmodule
module top(Result, opA, opB, opS);
    output [7:0] Result;
    input [7:0] opA, opB;
    input [3:0] opS;
    wire [7:0] w_nop, w_add, w_sub, w_and, w_or, w_xor;
    wire [7:0] w_invert, w_shift_left, w_shift_righ;
    NOP         i0(.result(w_nop), .opA(opA), .opB(opB));
    ADD         i1(.result(w_add), .opA(opA), .opB(opB));
    SUB         i2(.result(w_sub), .opA(opA), .opB(opB));
    AND         i3(.result(w_and), .opA(opA), .opB(opB));
    OR          i4(.result(w_or),  .opA(opA), .opB(opB));
    XOR         i5(.result(w_xor), .opA(opA), .opB(opB));
    INVERT      i6(.result(w_invert), .op(opA));
    SHIFT_LEFT  i7(.result(w_shift_left), .op(opA));
    SHIFT_RIGHT i8(.result(w_shift_righ), .op(opA));
    MUX mux_inst(
        .result(Result), .nop_wire(w_nop), .add_out(w_add), .sub_out(w_sub),
        .and_out(w_and), .or_out(w_or), .xor_out(w_xor), .invert_out(w_invert),
        .shift_left_out(w_shift_left), .shift_right_out(w_shift_righ), .opS(opS)
    );
endmodule
module XOR(result, opA, opB);
    output [7:0] result;
    input [7:0] opA, opB;
    assign result = opA ^ opB;  
endmodule
```

## flow/run.sh

```bash
#!/bin/bash
# OpenROAD 26Q1-2900-gdf79404cd8, Yosys 0.63+post, stock flow scripts
make -C /OpenROAD-flow-scripts/flow DESIGN_CONFIG=/design/flow/config.mk WORK_HOME=/design/flow/orfs finish
```

==> run summary <==
Implementation results

Measured against its own limit, the worst slew margin works out to 46.0%. The area recorded from the Yosys report for this design is 1200 µm². The area growth from synthesis to layout is 28.1%.

The number of violations reported at the end of detailed-routing iteration 0 is 84. Pins over their slew limit in the final report were tallied at 0. For this design the static power due to leakage is 0.652 nW. The script logs the ratio of routed vias to standard cells as 4.68. Entering global routing, the biggest net connects 20 pins. In the synthesized netlist, the cells that appear most often are inv_1 (25), ha_1 (24), o21ai_0 (10). The cell resize tally after clock tree synthesis is 0. In the finished design the tool counted flip-flops and latches totalling 0. In the finished design, the share of the clock period the worst path needs comes to 72.2%. The required time of the critical path is 8.96 ns.

The cell that appears most often on the critical path is clkdlybuf4s50_1. The total of buffers placed on input and output ports is 28. Yosys reports that the leading cell type by area covers 25.1% of the netlist area. The maximum operating frequency is 124 MHz.

Looking at the critical path, the single cell with the biggest stage delay is clkdlybuf4s50_1. The count of buffers added by post-CTS timing repair for setup is 0. The first global-routing pass estimated 5690 µm of wire. The leading area contributor after synthesis is ha_1.

In the synthesized netlist, the number of instances is 157. The die span in y is 102 µm. The arrival time at the worst endpoint is 5.84 ns. The worst hold path passes through 3 cells. The all-layer global routing usage is 6.62%. The pin closest to its max-slew limit shows a slew of 0.807 ns. The run finished with clean final reports. The worst-case IR drop observed on VDD is 0.0137 mV. The number of global-route vias before repair is 1,159. In this run the count of I/O pins placed on the die edge is 28.

The final report gives the standard cell area, fillers excluded, as 1530 µm². The overall die size recorded for this design is 10,400 µm². After detailed routing, the number of remaining DRC violations is 0. The cell sequence reported for the critical path is clkdlybuf4s50_1 > nor4b_4 > mux2_2 > fa_1 > nand2b_1 > a21oi_1 > o21a_1 > nor3_1 > o31ai_1 > clkdlybuf4s50_1.

The die boundary width is 102 µm. The fraction of the yosys area taken by sequential cells is 0%. The synthesized cell area is 1200 µm².

The routed design could run at a clock period as short as 8.08 ns. The capture endpoint of the worst hold path is Result[0]. The detail route stage leaves a number of antenna-violating nets equal to 0.

The kind of critical path is primary input to output port. Setup repair after global routing left no endpoint under its margin. The final layout reports a setup TNS of 0 ns. For reference, the post-synthesis area per instance comes to 7.63 µm². For this run, the number of Yosys warnings is 1. The count of tool warnings is 41. Hold-check failures listed in the final report amount to 0. The sequential cell area is 0 µm². The core utilization at floorplan is 18.5%. The largest driver fanout on the critical path is 18. The highest metal layer with signal wires is met4. The area of placed instances is 1530 µm².

Per STA, the highest per-stage delay on the worst path measures 0.82 ns. The total area of multi-input combinational cells is 1060 µm². For this run the top cell type by instance count after synthesis was inv_1. The layout summary lists the proportion of cells stronger than drive strength 1 as 5.06%.

Dividing total power by cell area gives a power density of 42.5 nW/µm². The first-pass iteration count of the detailed router is 4. After detailed routing, the total wire length is 3460 µm. The number of rows created at floorplan is 29.

Looking at hold timing, the worst path starts from opA[1]. The number of failing setup endpoints in the final timing report is 0. The sum of routed wire segments on met1 is 1610 µm. The total of hold buffers inserted after clock tree synthesis is 0. The worst setup path is captured at an output port. The number of antenna violations at the first check in global routing is 0. According to the floorplan report, the placeable core area is 6460 µm². The synthesized netlist was found by Yosys to have 157 cells.

The wire length on met2 is 1710 µm. The number of instances in the placed design is 255. Fill cells in the final layout number 717. The reported max-cap violation count is 0. The main area contributors are ha_1 (25%), inv_1 (7.8%), xnor2_1 (5.9%).

Per the detail_route report, the via count comes to 1,194. The number of diodes is 0. Across all hold checks on the routed design, the worst slack comes to 5.60 ns.

The per-cell routed wire length is 13.6 µm. The worst setup path is launched from a primary input. Overall power consumption after layout is estimated at 0.0652 mW. The met3 wire length is 130 µm. The clock tree buffer count of the final layout is 0. Yosys mapped the design onto 37 distinct sky130hd cell types. After global routing the overflow that remains totals 0. The count of cells in the finished layout, fillers not included, comes to 255. The HPWL after detailed placement is 2860 µm.

The path category of the worst min-delay check is primary input to output port. The final weighted congestion in routability-driven placement is 0.874.
==> critical path: cells and delay by family <==
family | cells | cell delay, ns
AND/OR/NAND/NOR | 3 | 0.85
multiplexers | 1 | 0.41
AND-OR/OR-AND | 3 | 0.58
buffers and inverters | 2 | 1.33
adder cells (fa/ha/maj) | 1 | 0.42
==> metrics by stage <==
| step | utilization, % | worst slack [ns] |
|---|---|---|
| after floorplan | - | 4.73 |
| after global placement | 23.8 | 3.11 |
| after detailed placement | 23.8 | 3.07 |
| after CTS | 23.8 | 3.05 |
| after global routing | 23.8 | 2.87 |
| final | 23.8 | 3.12 |
==> per-layer routing <==
layer | vias up | track usage, %
li1 | 601 | -
met1 | 559 | 8.75
met2 | 30 | 11.9
met3 | 4 | 0.613
met4 | 0 | 0.542
met5 | - | 0
==> cell usage in the layout (no fill, tap or decap), types with 4 or more instances in the layout <==
cell type / count
nand2_1: 9
nor3b_1: 4
a21oi_1: 6
ha_1: 24
nor3_1: 4
xnor2_1: 8
clkdlybuf4s50_1: 28
o21ai_0: 10
inv_1: 25
nand2b_1: 6
nor2_1: 7
a31oi_1: 4
==> worst max path at each step <==
| stage | startpoint | end | slack (ns) | cells after the start |
|---|---|---|---|---|
| after CTS | opS[0] | Result[6] | 3.05 | 10 |
| after global routing | opS[0] | Result[6] | 2.87 | 10 |
| final | opS[0] | Result[6] | 3.12 | 10 |
==> kinds of logic (layout without fill, tap and decap cells) <==
kind of cell,Yosys count,in the layout,synth area share (%)
compound gates,42,42,24.3
xor+xnor,12,12,9.41
mux,8,8,10.0
fa+ha+maj,25,25,26.8
buf+inv,32,53,11.2
simple gates,38,38,18.3
==> power breakdown <==
group / internal (mW) / switching, mW
Clock: 0 / 0
Sequential: 0 / 0
Combinational: 0.0339 / 0.0313
Total: 0.0339 / 0.0313
==> final cells by class <==
cell class                      instances  share of cell area (%)
Multi-Input combinational cell        125                    69.3
Tap cell                               77                    6.28
Timing Repair Buffer                   28                    18.3
Inverter                               25                    6.12
No activity file was given, so power comes from the tool's default toggle rates.
